===== run.sh =====
#!/bin/bash
# OpenROAD 26Q1-2900-gdf79404cd8, Yosys 0.63+post, stock flow scripts
make -C /OpenROAD-flow-scripts/flow DESIGN_CONFIG=/design/flow/config.mk WORK_HOME=/design/flow/orfs finish

===== constraint.sdc =====
current_design my_wrapper

set clk_period 1.0
set clk_io_pct 0.2

create_clock -name clk0 -period $clk_period [get_ports {clk}]

set non_clock_inputs [all_inputs -no_clocks]
set_input_delay [expr $clk_period * $clk_io_pct] -clock clk0 $non_clock_inputs
set_output_delay [expr $clk_period * $clk_io_pct] -clock clk0 [all_outputs]

===== design.v =====
`timescale 1ns / 1ps
module my_wrapper(
    input wire clk,
    input wire resetn,
    input wire a,
    input wire b,
    input wire c,
    input wire d,
    output wire a_or_b,
    output wire a_and_b,
    output wire c_echo,
    output wire d_latched
    );
    reg[2:0] delay;
    reg d_saved;
    reg a_or_b_out;
    reg a_and_b_out;
    reg c_echo_out;
    reg d_latched_out;
    assign a_or_b = a_or_b_out;
    assign a_and_b = a_and_b_out;
    assign c_echo = c_echo_out;
    assign d_latched = d_latched_out;
    always @ (posedge clk)
    begin
        if (~resetn)
            begin
                a_or_b_out = 0;
                a_and_b_out = 0;
                c_echo_out = 0;
                delay = 0;
                d_saved = 0;
                d_latched_out = 0;
            end
        else
            begin
                a_or_b_out = a | b;
                a_and_b_out = a & b;
                c_echo_out = c;
                delay[0] = delay[1];
                delay[1] = d;
                d_saved = d_saved | (d & ~delay[0]);
                d_latched_out = d_saved | (d & ~delay[0]);
            end
    end
endmodule

===== config.mk =====
export PLATFORM = sky130hd
export DESIGN_NAME = my_wrapper
export DESIGN_NICKNAME = my_wrapper
export VERILOG_FILES = /design/flow/design.v
export SDC_FILE = /design/flow/constraint.sdc
export NUM_CORES = 4
export LEC_CHECK = 1
export CORE_AREA = 10 10 70 70
export DIE_AREA = 0 0 80 80

==> summary.json <==
{
  "synth-cells-yosys": {"value": 11},
  "post_synthesis_instance_area": {"value": 149, "unit": "sq um"},
  "port_buffers": {"value": 9},
  "initCoreUtil": {"value": 0.0436},
  "cell_count_after_synthesis": {"value": 11},
  "grt_pass1_wl": {"value": 641, "unit": "um"},
  "placement.setup.worst_slack": {"value": -0.0373, "unit": "ns"},
  "routedWlPerCell": {"value": 6.03, "unit": "um"},
  "timing.final.max_slew_violations": {"value": 0},
  "setup-violations-final": {"value": 0},
  "clock_sink_count": {"value": 5},
  "finClkSkew": {"value": 0.0000282, "unit": "ns"},
  "worst_ep_arrival_time": {"value": 0.75, "unit": "ns"},
  "cts_root_buffer": {"value": "sky130_fd_sc_hd__clkbuf_4"},
  "synthToLayoutAreaGrowth": {"value": 115, "unit": "%"},
  "power.switching_fraction": {"value": 0.183},
  "die_x": {"value": 80, "unit": "um"},
  "pwr_density_cell": {"value": 1530, "unit": "nW/um^2"},
  "cap_violations": {"value": 0},
  "worst_r2r_startpoint": {"value": "delay[1]"},
  "comb_power_share": {"value": 0.095},
  "crit_path_start": {"value": "a_and_b_out"},
  "min_to": {"value": "d_saved"},
  "layout-drive-gt1-share": {"value": 0.250},
  "synth_warnings": {"value": 1},
  "report.final.hold_viol_count": {"value": 0},
  "die_area": {"value": 6400, "unit": "sq um"},
  "drt_pass1_iterations": {"value": 1},
  "ys_seq_frac": {"value": 0.672},
  "cts-hold-fix-buffers": {"value": 0},
  "io_pins": {"value": 10},
  "cp_required": {"value": 0.80, "unit": "ns"},
  "netlist.top_cell.by_area": {"value": "sky130_fd_sc_hd__dfxtp_1"},
  "worst_setup_hold_path_clk_slew": {"value": 0.04, "unit": "ns"},
  "mostFrequentLayoutCell": {"value": "sky130_fd_sc_hd__clkdlybuf4s50_1"},
  "top_area_frac": {"value": 0.672},
  "internal_power": {"value": 0.399, "unit": "mW"},
  "floorplan.die.height": {"value": 80, "unit": "um"},
  "grt.met3_usage": {"value": 0.0250},
  "sum_of_routed_wire_length_over_all_layers": {"value": 422, "unit": "um"},
  "routed_via_density": {"value": 1.70},
  "layout_min_cycle_time": {"value": 0.949, "unit": "ns"},
  "route.detailed.drc": {"value": 0},
  "worst-setup-path-type": {"value": "reg2out"},
  "drt.antenna.violating_nets": {"value": 0},
  "grt_start_max_net_pins": {"value": 6},
  "unrepaired_setup_endpoints_after_global_routing": {"value": "false"},
  "dr_total_vias": {"value": 119},
  "grtUsageTotal": {"value": 0.0146},
  "drt-initial-drc-count": {"value": 0},
  "crit_path_end_kind": {"value": "primary output"},
  "slowest_delay": {"value": 0.28, "unit": "ns"},
  "finalWorstSetupSlack": {"value": 0.0510, "unit": "ns"},
  "r2r_endpoint": {"value": "d_saved"},
  "most-common-layout-cells": {"value": "sky130_fd_sc_hd__clkdlybuf4s50_1 (5), sky130_fd_sc_hd__dfxtp_1 (4), sky130_fd_sc_hd__clkbuf_4 (3), sky130_fd_sc_hd__dlygate4sd2_1 (3), sky130_fd_sc_hd__o21a_1 (2)"},
  "cts.htree.levels": {"value": 1},
  "grt_most_used_layer": {"value": "met3"},
  "first_global_vias": {"value": 138},
  "p_leak": {"value": 0.125, "unit": "nW"},
  "reg2reg_setup_slack": {"value": 0.36, "unit": "ns"},
  "worst_hold_launch": {"value": "d_saved"},
  "average_footprint_of_a_synthesized_cell": {"value": 13.5, "unit": "sq um"},
  "routabilityCongestion": {"value": 0.652},
  "cpLargestDelayFamily": {"value": "flip-flops"},
  "timing.hold.worst_path_depth": {"value": 1},
  "cts_buffers": {"value": 3},
  "summed_standard_cell_area_reported_by_yosys": {"value": 149, "unit": "sq um"},
  "cts_max_path_buffers": {"value": 2},
  "worstPathCellList": {"value": "dlygate4sd2_1"},
  "post_synth_main_area_contributors": {"value": "sky130_fd_sc_hd__dfxtp_1 (67%), sky130_fd_sc_hd__o21a_1 (10%), sky130_fd_sc_hd__nor2b_4 (9.2%), sky130_fd_sc_hd__and2_2 (5.0%), sky130_fd_sc_hd__and2_1 (4.2%)"},
  "core": {"value": 3420, "unit": "sq um"},
  "max-vdd-ir-drop": {"value": 0.397, "unit": "mV"},
  "power.share.sequential": {"value": 0.443},
  "min-delay-path-class": {"value": "reg2reg"},
  "grt_antenna_before_repair": {"value": 0},
  "ys_types": {"value": 6},
  "net-switching-power": {"value": 0.0895, "unit": "mW"},
  "clock_latency": {"value": 0.24, "unit": "ns"},
  "grt-ovfl-total": {"value": 0},
  "critical_path_peak_fanout": {"value": 1},
  "outcome": {"value": "complete, no violations"},
  "finalClockPeriodUsage": {"value": 0.949},
  "tritoncts": {"value": "yes"},
  "max_slew.worst_pin.slew": {"value": 0.174, "unit": "ns"},
  "fin_tns_setup": {"value": 0, "unit": "ns"},
  "power.share.clock": {"value": 0.462},
  "final.fill_count": {"value": 402},
  "critical_path.startpoint_type": {"value": "flop"},
  "critical-path-slowest-cell": {"value": "sky130_fd_sc_hd__dfxtp_1"},
  "timing.slew.headroom": {"value": 0.883},
  "cp.buffers_inverters": {"value": 1},
  "maxClockFrequency": {"value": 1050, "unit": "MHz"},
  "tool_warnings": {"value": 25},
  "global_route.usage.met2": {"value": 0.0169},
  "yosys_register_bits": {"value": 5},
  "gr-usage-met1": {"value": 0.0120},
  "rows": {"value": 21},
  "n_antenna_cell": {"value": 0},
  "rr_worst_depth": {"value": 2}
}
-- Yosys cell counts --
| cell | instances |
|---|---|
| sky130_fd_sc_hd__and2_1 | 1 |
| sky130_fd_sc_hd__nor2b_4 | 1 |
| sky130_fd_sc_hd__and3_1 | 1 |
| sky130_fd_sc_hd__dfxtp_1 | 5 |
| sky130_fd_sc_hd__and2_2 | 1 |
| sky130_fd_sc_hd__o21a_1 | 2 |
-- cell families after synthesis --
| logic type | Yosys count | synth area share |
|---|---|---|
| simple gates | 4 | 0.227 |
| flops | 5 | 0.672 |
| compound gates | 2 | 0.101 |
-- metrics by stage --
stage,power [mW],cells,cell area [sq um],hold slack [ns],utilization
final,0.489,70,320,0.448,0.0938
after global routing,0.523,70,320,0.485,0.0938
after CTS,0.504,70,319,0.464,0.0934
after detailed placement,0.273,66,297,0.454,0.0868
after global placement,0.272,66,297,0.449,0.0868
after floorplan,0.229,11,149,0.310,-
-- state kept, by name, summed over array words and instances, names as in the netlist --
signal,cells
d_saved,1
a_and_b_out,1
delay,1
a_or_b_out,1
c_echo_out,1
-- repair_timing --
action / CTS / global route
gates cloned: 0 / 0
resized: 5 / 1
buffers inserted: 0 / 0
setup endpoints to repair: 4 / 1
-- worst max-delay path by stage --
stage / cells past startpoint / to / slack, ns
CTS: 1 / d_latched / 0.03
global route: 1 / a_or_b / 0.01
finish: 1 / a_and_b / 0.05
-- layout make-up --
type | count | area (sq um) | share of cell area
Multi-Input combinational cell | 6 | 48.8 | 0.152
Timing Repair Buffer | 9 | 86.3 | 0.270
Tap cell | 46 | 57.6 | 0.180
Clock buffer | 4 | 26.3 | 0.0820
Sequential cell | 5 | 101 | 0.316
-- per-layer routing --
metal,up-vias,part of all wire
met2,12,0.33
met4,0,0
met3,0,0.36
met5,-,0
li1,61,-
met1,46,0.31
-- power by group through the flow --
stage     sequential (mW)  clock (mW)  combinational, mW
4_1_cts             0.216       0.240             0.0480
5_1_grt             0.218       0.254             0.0512
6_report            0.216       0.226             0.0464
Power is estimated from default activity; no workload was simulated.
